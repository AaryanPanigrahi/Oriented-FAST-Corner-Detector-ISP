File: ./run.sh
#!/bin/bash
# OpenROAD 26Q1-2900-gdf79404cd8, Yosys 0.63+post, stock flow scripts
make -C /OpenROAD-flow-scripts/flow DESIGN_CONFIG=/design/flow/config.mk WORK_HOME=/design/flow/orfs finish
File: ./config.mk
export PLATFORM = sky130hd
export DESIGN_NAME = ConvertBW
export DESIGN_NICKNAME = ConvertBW
export VERILOG_FILES = /design/flow/design.v
export SDC_FILE = /design/flow/constraint.sdc
export NUM_CORES = 4
export LEC_CHECK = 1
export CORE_UTILIZATION = 50
export SYNTH_HDL_FRONTEND = slang
File: ./constraint.sdc
current_design ConvertBW

set clk_period 13.2
set clk_io_pct 0.2

create_clock -name clk0 -period $clk_period [get_ports {clk}]

set non_clock_inputs [all_inputs -no_clocks]
set_input_delay [expr $clk_period * $clk_io_pct] -clock clk0 $non_clock_inputs
set_output_delay [expr $clk_period * $clk_io_pct] -clock clk0 [all_outputs]
File: ./design.v
module ConvertBW #(
    parameter X_MAX = 200,
    parameter Y_MAX = 200,
    parameter PIXEL_DEPTH = 24
) (
    input logic clk, n_rst,
    input logic new_trans, start,
    output logic bw_done, 
    input logic [$clog2(X_MAX) - 1:0] max_x,
    input logic [$clog2(Y_MAX) - 1:0] max_y,
    output logic [$clog2(X_MAX):0] x_addr_img, 
    output logic [$clog2(Y_MAX):0] y_addr_img,
    output logic ren_img,
    input logic [PIXEL_DEPTH-1:0] rdat_img,
    output logic [$clog2(X_MAX):0] x_addr_bw, 
    output logic [$clog2(Y_MAX):0] y_addr_bw,
    output logic wen_bw,
    output logic [7:0] wdat_bw
);
    logic [$clog2(X_MAX)-1:0] curr_x;
    logic [$clog2(Y_MAX)-1:0] curr_y;
    logic update_pos;
pixel_pos #(.X_MAX(X_MAX), .Y_MAX(Y_MAX), .MODE(0)) image_pos (
    .clk(clk), .n_rst(n_rst),
    .new_trans(new_trans),
    .update_pos(update_pos),
    .max_x(max_x),          
    .max_y(max_y),         
    .curr_x(curr_x),
    .curr_y(curr_y),
    .end_pos(),
    .next_dir());
color_to_bw #(.X_MAX(X_MAX),.Y_MAX(Y_MAX),.PIXEL_DEPTH(PIXEL_DEPTH)) bw_bw(
    .clk(clk),
    .n_rst(n_rst),
    .start(start),
    .update_pos(update_pos),
    .curr_x(curr_x),
    .curr_y(curr_y),
    .x_addr_img(x_addr_img),
    .y_addr_img(y_addr_img),
    .ren_img(ren_img),
    .rdat_img(rdat_img),
    .x_addr_bw(x_addr_bw),
    .y_addr_bw(y_addr_bw),
    .wen_bw(wen_bw),
    .wdat_bw(wdat_bw),
    .bw_done(bw_done)
);
endmodule
`timescale 1ns / 10ps
module color_to_bw #(
    parameter X_MAX = 400,
    parameter Y_MAX = 400,
    parameter PIXEL_DEPTH = 24
)(    
    input  logic clk, n_rst,
    input  logic start,
    input  logic [$clog2(X_MAX)-1:0] curr_x,
    input  logic [$clog2(Y_MAX)-1:0] curr_y,
    output logic ren_img,
    output logic [$clog2(X_MAX):0] x_addr_img, 
    output logic [$clog2(Y_MAX):0] y_addr_img,
    input  logic [PIXEL_DEPTH-1:0] rdat_img,
    output logic wen_bw,
    output logic [$clog2(X_MAX):0] x_addr_bw, 
    output logic [$clog2(Y_MAX):0] y_addr_bw,
    output logic [7:0] wdat_bw,
    output logic bw_done,
    output logic update_pos
);
typedef enum logic [1:0] {
    IDLE,
    READ_PIXEL,
    WRITE_PIXEL,
    DONE
} state_t;
state_t current_state, next_state;
logic [$clog2(X_MAX*Y_MAX+1)-1:0] pixel_count;
logic [23:0] rdat_latched;
always_ff @(posedge clk, negedge n_rst) begin
    if (!n_rst) begin
        current_state <= IDLE;
        pixel_count   <= 0;
        rdat_latched <= 0;
    end else begin
        current_state <= next_state;
        rdat_latched <= rdat_img;  
        if (current_state == WRITE_PIXEL)
            pixel_count <= pixel_count + 1;
        else if (current_state == IDLE)
            pixel_count <= 0;
    end
end
logic [10:0] sum;
always_comb begin
    next_state   = current_state;
    ren_img      = 1'b0;
    wen_bw     = 1'b0;
    bw_done      = 1'b0;
    update_pos   = 1'b0;
    x_addr_img   = curr_x;
    y_addr_img   = curr_y;
    x_addr_bw  = curr_x;
    y_addr_bw  = curr_y;
    wdat_bw    = 0;
    case (current_state)
        IDLE: begin
            if (start)
                next_state = READ_PIXEL;
        end
        READ_PIXEL: begin
            ren_img    = 1'b1;
            next_state = WRITE_PIXEL;  
        end
        WRITE_PIXEL: begin
            wen_bw    = 1'b1;
            sum = rdat_img[23:16] + rdat_img[15:8] + rdat_img[7:0];
            wdat_bw = (sum * 86) >> 8;
            update_pos  = 1'b1;  
            if (pixel_count + 1 == X_MAX*Y_MAX)
                next_state = DONE;
            else
                next_state = READ_PIXEL;
        end
        DONE: begin
            bw_done   = 1'b1;
            next_state = IDLE;
        end
    endcase
end
endmodule
`timescale 1ns / 10ps
module flex_counter_dir #(
    parameter SIZE = 4
) (
    input  logic                 clk,
    input  logic                 n_rst,
    input  logic                 clear,
    input  logic                 count_enable,  
    input  logic [SIZE-1:0]      wrap_val,
    input  logic [1:0]           mode,           
    output logic [SIZE-1:0]      count_out,
    output logic                 rollover_flag,  
    output logic                 wrap_flag       
);
    typedef enum logic {DIR_UP = 0, 
                        DIR_DOWN = 1
    } dir_e;
    dir_e dir_ff, dir_next;
    logic [SIZE-1:0] count_out_next;
    logic rollover_flag_next, wrap_flag_next;
    always_ff @(posedge clk, negedge n_rst) begin
        if (!n_rst) begin
            count_out     <= '0;
            dir_ff        <= DIR_UP;
            rollover_flag <= 1'b0;
            wrap_flag     <= 1'b0;  
        end
        else begin
            count_out     <= count_out_next;
            dir_ff        <= dir_next;
            rollover_flag <= rollover_flag_next;
            wrap_flag     <= wrap_flag_next;
        end
    end
    always_comb begin
        count_out_next = count_out;
        dir_next       = dir_ff;
        if (clear) begin
            count_out_next = '0;
            dir_next       = DIR_UP;
        end else if (count_enable) begin
            unique case (mode)
                2'b00: begin 
                    if (count_out >= wrap_val)
                        count_out_next = {{(SIZE-1){1'b0}}, 1'b1};
                    else
                        count_out_next = count_out + 1;
                end
                2'b01: begin 
                    if (count_out <= {{(SIZE-1){1'b0}}, 1'b1})
                        count_out_next = wrap_val;
                    else
                        count_out_next = count_out - 1;
                end
                2'b10: begin 
                    unique case (dir_ff)
                        DIR_UP: begin
                            if (count_out >= wrap_val) begin
                                count_out_next = wrap_val - 1;
                                dir_next       = DIR_DOWN;
                            end else begin
                                count_out_next = count_out + 1;
                            end
                        end
                        DIR_DOWN: begin
                            if (count_out == '0) begin
                                count_out_next = 1;
                                dir_next       = DIR_UP;
                            end else begin
                                count_out_next = count_out - 1;
                            end
                        end
                    endcase
                end
                default: begin 
                    count_out_next = count_out;
                end
            endcase
        end
    end
    always_comb begin
        wrap_flag_next     = (count_out_next == wrap_val);
        rollover_flag_next = (count_out_next == '0);
    end
endmodule
`timescale 1ns / 10ps
module pixel_pos #(
    parameter X_MAX = 5,
    parameter Y_MAX = 5,
    parameter MODE = 0
) (
    input logic clk, n_rst,
    input logic update_pos, new_trans,
    input logic [$clog2(X_MAX) - 1:0] max_x,
    input logic [$clog2(Y_MAX) - 1:0] max_y,
    output logic end_pos,
    output logic [1:0] next_dir,
    output logic [$clog2(X_MAX) - 1:0] curr_x, 
    output logic [$clog2(Y_MAX) - 1:0] curr_y
);
    logic rollover_flag, rollover_flag_prev, rollover_flag_prev_exp;
    logic wrap_flag, wrap_flag_prev, wrap_flag_prev_exp;
    always_ff @(posedge clk, negedge n_rst) begin : UPDATE_PREV
        if (!n_rst) begin
            rollover_flag_prev  <= 0;
            wrap_flag_prev      <= 0;
        end
        else begin
            rollover_flag_prev   <= rollover_flag_prev_exp;
            wrap_flag_prev       <= wrap_flag_prev_exp;
        end
    end
    always_comb begin : UPDATE_PREV_EXP
        rollover_flag_prev_exp  = rollover_flag_prev;
        wrap_flag_prev_exp      = wrap_flag_prev;
        if (update_pos) begin
            rollover_flag_prev_exp  = rollover_flag;
            wrap_flag_prev_exp      = wrap_flag;
        end
    end
    logic new_trans_prev, new_trans_prev_exp, new_trans_info;
    assign new_trans_info = new_trans || new_trans_prev;
    always_ff @(posedge clk, negedge n_rst) begin : UPDATE_TRANS_PREV
        if (!n_rst) 
            new_trans_prev  <= 0;
        else
            new_trans_prev  <= (new_trans || new_trans_prev_exp);
    end
    always_comb begin : UPDATE_TRANS_PREV_EXP
        new_trans_prev_exp = new_trans_prev;
        if (update_pos)
            new_trans_prev_exp = new_trans;
    end
    logic new_flag;
    assign new_flag = wrap_flag || rollover_flag;
    logic y_update_flag;
    logic y_update_flag_keep;
    always_ff @(posedge clk, negedge n_rst) begin
        if (!n_rst)
            y_update_flag_keep <= 0;
        else
            y_update_flag_keep <= y_update_flag;
    end
        always_comb begin : FLAG_INFO
        y_update_flag = y_update_flag_keep;
        if (new_trans_info)
            y_update_flag = 0;
        else if (!y_update_flag_keep && new_flag && update_pos)
            y_update_flag = 1;
        else if (y_update_flag_keep && update_pos)
            y_update_flag = 0;
    end
    logic y_update, x_update;
    always_comb begin : MODULE_UPDATES
        y_update = update_pos && (y_update_flag);
        x_update = update_pos && (!y_update_flag || new_trans);
    end
    logic [$clog2(X_MAX) - 1:0] max_x_eff;
    logic [$clog2(Y_MAX) - 1:0] max_y_eff;
    assign max_x_eff = max_x - 1;
    assign max_y_eff = max_y - 1;
    logic corr_clear;
    assign corr_clear = new_trans || (end_pos && update_pos); 
    logic end_x, end_y;
    always_comb begin : END_DATA
        if (MODE || (max_y % 2))
            end_x = (curr_x == max_x_eff);
        else 
            end_x = (curr_x == 0);
        end_y = (max_y_eff == curr_y);
        end_pos = end_x && end_y;
    end
    logic x_dir, y_dir;
    logic dir_reg;
    always_ff @(posedge clk or negedge n_rst) begin
        if (!n_rst) dir_reg <= 1'b0;
        else if (rollover_flag) dir_reg <= 1'b0;
        else if (wrap_flag) dir_reg <= 1'b1;
    end
    always_comb begin : DIRECTION_INFO
        if (MODE)
            next_dir = {wrap_flag, 1'b0};
        else begin
            y_dir = new_flag && !y_update_flag_keep && !new_trans_prev;
            x_dir = (wrap_flag || dir_reg) && !(rollover_flag);
            next_dir = {y_dir, x_dir};
        end
    end
    localparam X_MODE = (MODE) ? 2'd0 : 2'd2;       
    localparam Y_MODE = 2'd0;                       
    flex_counter_dir #(.SIZE($clog2(X_MAX))) X_CORR 
                            (.clk(clk), .n_rst(n_rst),
                            .count_enable(x_update), .wrap_val(max_x_eff), .mode(X_MODE), .clear(corr_clear || (MODE && end_x && update_pos)),
                            .count_out(curr_x), .wrap_flag(wrap_flag), .rollover_flag(rollover_flag));
    flex_counter_dir #(.SIZE($clog2(Y_MAX))) Y_CORR 
                            (.clk(clk), .n_rst(n_rst),
                            .count_enable(y_update), .wrap_val(max_y_eff), .mode(Y_MODE), .clear(corr_clear),
                            .count_out(curr_y), .wrap_flag(), .rollover_flag());
endmodule
==> summary.txt <==
fresh numbers from the pnr run: yosys warns=0, worst r2r src=image_pos.X_CORR.count_out[0], CTS Sinks=41, Synth flops=around 40, H-tree levels=2, CTS tree=built, cell area after synthesis=0.005470 mm^2, I/O pin cnt=roughly 90, DRC=0, number of port buffers=86, CP max stage delay=0.52 ns, die extent in x=approximately 110 um, Leak=around 0.0028 uW, ANT cells=0, actual slew at the worst max-slew pin=approximately 0.81 ns, family with the most delay on the worst path=adder cells, Final Cycle Share=87.49%, worst vdd ir=0.3084 mV, worst path required time=10.56 ns, GR Util All Layers=roughly 22%, dpl ws=between 1.5 and 2 ns, ratio of cells with drive above 1 in the final layout=between 5 and 6%, Startpoint Class=input port, # setup viols final=0, ANT nets after route=0, post-synthesis chip area from yosys=around 0.0055 mm^2, die height=around 110 um, Vias=between 4k and 5k, crit path max fanout=5, Final min period=11.55 ns, Worst-path clk slew=approximately 0.080 ns, cells in synth_stat.txt=approximately 650, hold buffers post-CTS=0, detailed-route wire length per cell=~14 um, Cell Type Count=~81, unrepaired setup endpoints after global routing=no, Post-synth top flop=dfrtp_1, row count=37, Hold Path Class=reg -> reg, ys async rst share=~100%, Rel. slew slack=a little under half, core area=0.01046 mm^2, post-route setup slack=1.652 ns, post_cts resized=0, source of the critical timing path=rdat_img[8], Setup Fix Bufs, Post-CTS=0, Final Hold Violation Tally=0, WP data arrival=between 8 and 9 ns, DRT Pass-1 Iters=4, CTS max path bufs=2, Max Cap Viol=0, GPL Wtd Cong=0.9249, Crit-path slowest cell=fa_1, FMAX=86.59 MHz, DR iter-0 viols=161, Remaining Overflow, GRT=0, WP buf/inv=6, pwr/cell area=190.7 mW/mm^2, Area Growth Syn to Fin=16.79%, endpoint class of the critical path=output pin, initial antenna violation count=0, sequential share of the synthesized area=18.78%, tool warnings=31, largest net degree at the start of global routing=42, post-DP HPWL=a little over 9 mm, Pins Over Slew Limit=0, clk latency late pin=slightly below 0.3 ns, DRT Wirelength=between 10 and 15 mm, Worst Path Class, Setup=in -> out, Floorplan Utilization=a little over half, Synth Instances=647, CTS root buffer=clkbuf_8, Syn Area/Cell=between 8 and 9 um^2, chip area=0.01136 mm^2, Final TNS setup=0 ns, Hold Path Origin=bw_bw.current_state[2], EDFF count, synth=0, global-route wire length before repair=roughly 20 mm, Via density=5.659, Clock Skew=0.007253 ns, TritonCTS buffer count=5, status=completed, vias in the first global route=approximately 4.3k
[worst reg2reg max path: stages, from the launching register on]
cell and delay, ns:
dfrtp_1 0.57, inv_1 0.23, ha_1 0.33, nand2b_1 0.14, a2111o_1 0.47, a31o_1 0.37
mux2i_1 0.17, a21oi_1 0.36, o21ai_0 0.14, or4b_1 0.55, nor3_2 0.14
[through the flow]
step / util, % / power, uW / hold slack (ns) / cell area [um^2] / cells
2_1_floorplan: - / 921.1 / 0.3312 / 5482 / 650
4_1_cts: 61.06 / 1231 / 0.3741 / 6389 / 842
5_1_grt: 61.06 / 1377 / 0.3834 / 6389 / 842
3_5_place_dp: 60.07 / 1120 / 0.3676 / 6285 / 835
3_3_place_gp: 60.07 / 1123 / 0.3574 / 6285 / 835
6_report: 61.06 / 1218 / 0.3746 / 6389 / 842
[layout by cell type (no fill, tap or decap), types with 7 or more instances in the layout]
cell type        count
ha_1                75
xor2_1              24
o22ai_1             12
and3_1              11
nand4_1              7
fa_1                14
clkdlybuf4s50_1     85
nand2_1             38
nor2_1              41
inv_1               58
xnor2_1             37
a21o_1              14
nor4_1               8
nor3_1              17
dfrtp_1             40
a21oi_1             30
nand2b_1            10
nand3_1             25
o21ai_0             27
[Yosys cell counts (5+ instances only)]
cell type / count / share of area (%)
xor2_1: 24 / 3.8
a21o_1: 14 / 1.9
fa_1: 14 / 5.1
o22ai_1: 12 / 1.4
a211oi_1: 6 / 0.82
a21oi_1: 30 / 2.7
a31o_2: 5 / 0.80
o21a_1: 5 / 0.69
nand2b_1: 10 / 1.1
nand3_1: 25 / 2.3
nand4_1: 7 / 0.80
clkbuf_1: 16 / 1.1
dfrtp_1: 40 / 18
mux2i_1: 5 / 0.91
nor2_1: 41 / 2.8
inv_1: 58 / 4.0
nor2b_1: 5 / 0.57
nor3_1: 17 / 1.6
o21ai_0: 27 / 2.5
xnor2_1: 37 / 5.9
and3_1: 11 / 1.3
nor4_1: 8 / 0.91
buf_4: 22 / 3.0
nand2_1: 38 / 2.6
ha_1: 75 / 17
[flip-flops by register name (all words and copies together), names as in the netlist]
register	count
image_pos.X_CORR.wrap_flag	1
image_pos.X_CORR.dir_ff	1
image_pos.X_CORR.count_out	8
bw_bw.pixel_count	16
image_pos.Y_CORR.count_out	8
bw_bw.current_state	4
image_pos.X_CORR.rollover_flag	1
image_pos.new_trans_prev	1
image_pos.y_update_flag_keep	1
[kinds of logic after synthesis]
logic type / Yosys count / synth area share [%]
and+or+nand+nor: 201 / 19.97
AOI/OAI and AO/OA: 148 / 19.12
buffers and inverters: 99 / 8.600
adders and majority gates: 89 / 22.28
xor gates and xnor gates: 62 / 10.06
DFF: 41 / 18.78
muxes: 6 / 1.121
other: 1 / 0.06855
[metal layers]
layer / part of all wire [%] / GRT usage (%)
met5: 0 / 0
met4: 1.4 / 3.718
met3: 5.1 / 2.914
met2: 44 / 33.18
met1: 49 / 36.49
[report_power, final]
group	switching (uW)	internal, uW
Clock	41.7	55.0
Combinational	519	429
Sequential	36.9	136
Total	598	620
[area by class of cell]
type / count / area, um^2
flip-flops and latches: 41 / 1027
clock buffers: 5 / 68.82
fillers: 892 / 4074
well taps: 136 / 170.2
multi-input cells: 510 / 3984
repair buffers: 90 / 885.9
inverters: 58 / 217.7
clock inverters: 2 / 35.03
[final timing paths]
kind,to,slack (ns),depth (start not counted)
max,wdat_bw[7],1.65,27
min in group asynchronous,image_pos.Y_CORR.count_out[6],2.41,2
min reg2reg,bw_bw.current_state[1],0.37,0
max in group asynchronous,bw_bw.pixel_count[9],10.40,2
min,bw_bw.current_state[1],0.37,0
max reg2reg,image_pos.X_CORR.rollover_flag,9.66,10
Power and IR drop assume default switching activity.
