File: flow/design.v
`timescale 1ns / 10ps
module memory_reg #(
    parameter SIZE = 8,
    parameter RESET = 0
) (
    input logic clk, n_rst,
    input logic load_enable,
    input logic [SIZE - 1:0] parallel_in,
    output logic [SIZE - 1:0] parallel_out
);
    logic [SIZE - 1:0] parallel_out_next;
    always_ff @(posedge clk, negedge n_rst) begin : NEXT_STATE_LOGIC
        if (!n_rst) parallel_out <= RESET;
        else        parallel_out <= parallel_out_next;
    end
    always_comb begin : COMB_LOGIC
        if (load_enable)    parallel_out_next = parallel_in;
        else                parallel_out_next = parallel_out;
    end
endmodule
`timescale 1ns / 10ps
module param_controller #(
    parameter NUM_PARAMS = 8,
    parameter BIT_DEPTH = 8,
    parameter X_MAX = 400,
    parameter Y_MAX = 400
) (
    input logic clk, n_rst,
    output logic [$clog2(NUM_PARAMS)-1:0] addr_params,
    output logic ren_params,
    input logic [BIT_DEPTH-1:0] rdat_params, 
    output logic [$clog2(NUM_PARAMS)-1:0] addr_write_params,
    output logic wen_params,
    output logic [BIT_DEPTH-1:0] wdat_params,
    output logic new_trans,
    input logic img_done,
    output logic [$clog2(X_MAX)-1:0] max_x,
    output logic [$clog2(Y_MAX)-1:0] max_y,
    output logic [7:0] kernel_size,
    output logic [2:0] sigma
);
    localparam NEW_IMG_ADDR     = 0;
    localparam X_MAX_LOWER_ADDR = 1;
    localparam X_MAX_UPPER_ADDR = 2;
    localparam Y_MAX_LOWER_ADDR = 3;
    localparam Y_MAX_UPPER_ADDR = 4;
    localparam KERNEL_ADDR      = 5;
    localparam SIGMA_ADDR       = 6;
    localparam DONE_ADDR        = 7;
    localparam DEF_ADDR         = 0;
    logic [NUM_PARAMS-1:0][BIT_DEPTH-1:0] reg_bus_in;
    logic [NUM_PARAMS-1:0]                reg_bus_le;
    logic [$clog2(NUM_PARAMS):0] idx;
    logic [BIT_DEPTH-1:0] x_max_lower, x_max_upper;
    memory_reg #(.SIZE(BIT_DEPTH), .RESET(0)) X_MAX_LOWER_MEM (.clk(clk), .n_rst(n_rst),
                            .parallel_in(reg_bus_in[X_MAX_LOWER_ADDR][BIT_DEPTH-1:0]), .load_enable(reg_bus_le[X_MAX_LOWER_ADDR]),
                            .parallel_out(x_max_lower));
    memory_reg #(.SIZE(BIT_DEPTH), .RESET(0)) X_MAX_UPPER_MEM (.clk(clk), .n_rst(n_rst),
                            .parallel_in(reg_bus_in[X_MAX_UPPER_ADDR][BIT_DEPTH-1:0]), .load_enable(reg_bus_le[X_MAX_UPPER_ADDR]),
                            .parallel_out(x_max_upper));
    assign max_x = {x_max_upper, x_max_lower};
    logic [BIT_DEPTH-1:0] y_max_lower, y_max_upper;
    memory_reg #(.SIZE(BIT_DEPTH), .RESET(0)) Y_MAX_LOWER_MEM (.clk(clk), .n_rst(n_rst),
                            .parallel_in(reg_bus_in[Y_MAX_LOWER_ADDR][BIT_DEPTH-1:0]), .load_enable(reg_bus_le[Y_MAX_LOWER_ADDR]),
                            .parallel_out(y_max_lower));
    memory_reg #(.SIZE(BIT_DEPTH), .RESET(0)) Y_MAX_UPPER_MEM (.clk(clk), .n_rst(n_rst),
                            .parallel_in(reg_bus_in[Y_MAX_UPPER_ADDR][BIT_DEPTH-1:0]), .load_enable(reg_bus_le[Y_MAX_UPPER_ADDR]),
                            .parallel_out(y_max_upper));
    assign max_y = {y_max_upper, y_max_lower};
    memory_reg #(.SIZE(8), .RESET(0)) KERNEL_SIZE_MEM (.clk(clk), .n_rst(n_rst),
                            .parallel_in(reg_bus_in[KERNEL_ADDR][7:0]), .load_enable(reg_bus_le[KERNEL_ADDR]),
                            .parallel_out(kernel_size));
    memory_reg #(.SIZE(3), .RESET(0)) SIGMA_MEM (.clk(clk), .n_rst(n_rst),
                            .parallel_in(reg_bus_in[SIGMA_ADDR][2:0]), .load_enable(reg_bus_le[SIGMA_ADDR]),
                            .parallel_out(sigma));
    typedef enum bit [3:0] {
        IDLE, CLEAR_DONE, CLEAR_NEW_TRANS, X_LOWER_SET, X_UPPER_SET, Y_LOWER_SET, Y_UPPER_SET, KERNEL_SET, SIGMA_SET, NEW_TRANS_SET, PROCESS_MODE, DONE_SET
    } param_state_t;
    param_state_t currState, nextState;
    always_ff @(posedge clk, negedge n_rst) begin   : CURR_STATE_LOGIC
        if (!n_rst) currState <= IDLE;
        else        currState <= nextState;
    end
    always_comb begin   : NEXT_STATE_LOGIC
        nextState = currState;
        addr_params = DEF_ADDR;
        ren_params = 1;
        addr_write_params = DEF_ADDR;
        wen_params = 0;
        wdat_params = 0;
        new_trans = 0;
        for (idx = 0; idx < NUM_PARAMS; idx++) begin
            reg_bus_in[idx][BIT_DEPTH-1:0]  = '0;
            reg_bus_le[idx]                 = 0;
        end
        case (currState) 
            IDLE: begin
                addr_params = NEW_IMG_ADDR;
                if (rdat_params) nextState = CLEAR_DONE;
            end
            CLEAR_DONE: begin
                nextState = CLEAR_NEW_TRANS;
                addr_write_params = DONE_ADDR;
                wen_params = 1;
                wdat_params = 0;     
            end
            CLEAR_NEW_TRANS: begin
                nextState = X_LOWER_SET;
                addr_write_params = NEW_IMG_ADDR;
                wen_params = 1;
                wdat_params = 0;     
                addr_params = X_MAX_LOWER_ADDR;
            end
            X_LOWER_SET: begin
                nextState = X_UPPER_SET;
                reg_bus_in[X_MAX_LOWER_ADDR][BIT_DEPTH-1:0] = rdat_params;
                reg_bus_le[X_MAX_LOWER_ADDR] = 1;
                addr_params = X_MAX_UPPER_ADDR;
            end
            X_UPPER_SET: begin
                nextState = Y_LOWER_SET;
                reg_bus_in[X_MAX_UPPER_ADDR][BIT_DEPTH-1:0] = rdat_params;
                reg_bus_le[X_MAX_UPPER_ADDR] = 1;
                addr_params = Y_MAX_LOWER_ADDR;
            end
            Y_LOWER_SET: begin
                nextState = Y_UPPER_SET;
                reg_bus_in[Y_MAX_LOWER_ADDR][BIT_DEPTH-1:0] = rdat_params;
                reg_bus_le[Y_MAX_LOWER_ADDR] = 1;
                addr_params = Y_MAX_UPPER_ADDR;
            end
            Y_UPPER_SET: begin
                nextState = KERNEL_SET;
                reg_bus_in[Y_MAX_UPPER_ADDR][BIT_DEPTH-1:0] = rdat_params;
                reg_bus_le[Y_MAX_UPPER_ADDR] = 1;
                addr_params = KERNEL_ADDR;
            end
            KERNEL_SET: begin
                nextState = SIGMA_SET;
                reg_bus_in[KERNEL_ADDR][BIT_DEPTH-1:0] = rdat_params;
                reg_bus_le[KERNEL_ADDR] = 1;
                addr_params = SIGMA_ADDR;
            end
            SIGMA_SET: begin
                nextState = NEW_TRANS_SET;
                reg_bus_in[SIGMA_ADDR][BIT_DEPTH-1:0] = rdat_params;
                reg_bus_le[SIGMA_ADDR] = 1;
            end
            NEW_TRANS_SET: begin
                nextState = PROCESS_MODE;
                new_trans = 1;
            end
            PROCESS_MODE: begin
                if (img_done) nextState = DONE_SET;
                ren_params = 0;
            end
            DONE_SET: begin
                nextState = IDLE;
                addr_write_params = DONE_ADDR;
                wen_params = 1;
                wdat_params = 1;
            end
            default: nextState = IDLE;
        endcase
    end
endmodule
File: flow/run.sh
#!/bin/bash
# OpenROAD 26Q1-2900-gdf79404cd8, Yosys 0.63+post, stock flow scripts
make -C /OpenROAD-flow-scripts/flow DESIGN_CONFIG=/design/flow/config.mk WORK_HOME=/design/flow/orfs finish
File: flow/config.mk
export PLATFORM = sky130hd
export DESIGN_NAME = param_controller
export DESIGN_NICKNAME = param_controller
export VERILOG_FILES = /design/flow/design.v
export SDC_FILE = /design/flow/constraint.sdc
export NUM_CORES = 4
export LEC_CHECK = 1
export CORE_UTILIZATION = 30
File: flow/constraint.sdc
current_design param_controller

set clk_period 2.1
set clk_io_pct 0.2

create_clock -name clk0 -period $clk_period [get_ports {clk}]

set non_clock_inputs [all_inputs -no_clocks]
set_input_delay [expr $clk_period * $clk_io_pct] -clock clk0 $non_clock_inputs
set_output_delay [expr $clk_period * $clk_io_pct] -clock clk0 [all_outputs]
==> impl_metrics.py <==
# Flow results
metrics = {
    "status": {
        "status": "finished clean",
    },
    "placement": {
        "dp.cells": 210,
        "place.gp.congestion": 0.736,
        "dp_hpwl_um": 2150,
        "numPortBuffers": 49,
    },
    "synthesis": {
        "yosys-stat-area_mm2": 0.00156,
        "avgSynthCellArea_um2": 15.8,
        "yosys.cell_types.count": 15,
        "yosysSeqAreaShare_pct": 65.8,
        "netlist_area_mm2": 0.00156,
        "ys_seq_elements": 41,
        "synth_cells": 99,
        "ys_cells": 99,
        "ys_warn_count": 3,
    },
    "pwr": {
        "power_density_mw_per_mm2": 950,
        "peakVddDrop_mv": 0.491,
        "leakage_uw": 0.000963,
    },
    "drt": {
        "drt-total-wl_um": 2970,
        "num_vias": 937,
        "drt_first_pass_iters": 4,
        "final_antenna_net_count": 0,
        "wl_per_cell_um": 13.6,
        "viasPerCell": 4.30,
        "diodes": 0,
        "drtIter0Drc": 31,
        "drc": 0,
    },
    "clock_network": {
        "numCtsBuffers": 5,
        "clock_path_buffers": 2,
        "clockRootBuffer": "clkbuf_8",
        "clock_sinks": 41,
        "insertion_delay_ns": 0.29,
        "post_cts_resized": 0,
        "cts_tree": "built",
        "cts.hold.buffers_added": 0,
        "post_cts_buffers": 0,
        "path_clk_slew_ns": 0.07,
        "cts_max_level": 2,
    },
    "timing": {
        "setup_viol": 0,
        "fin_crit_ns": 1.98,
        "hold_viol_final": 0,
        "final_max_slew_viol_count": 0,
        "whs_ns": 0.0578,
        "fmax_mhz": 505,
        "clock_skew_ns": 0.00734,
        "final.period_utilization_pct": 94.2,
        "tns_ns": 0,
        "rsz0062_at_grt": "no",
    },
    "layout": {
        "drive_gt1_share_pct": 29.8,
        "fin_cells": 218,
        "syn_to_final_growth_pct": 40.2,
    },
    "grt": {
        "grt_pass1_vias": 971,
        "grt_max_degree": 23,
        "grt_pass1_wl_um": 4860,
        "grt_usage_pct": 12.2,
        "grt_overflow_total": 0,
        "antenna_found_initial": 0,
    },
    "die": {
        "fp-row-count": 25,
        "coreArea_mm2": 0.00485,
        "pin_count": 57,
        "die_height_um": 74.1,
        "die_w_um": 74.1,
        "dieArea_mm2": 0.00549,
        "initial_core_util_pct": 32.2,
    },
    "setup_path": {
        "endpoint_kind": "output pin",
        "cp.arrival_ns": 1.56,
        "cp_max_fo": 7,
        "slowest_stage": "dfrtp_1",
        "crit_type": "register to output pin",
        "crit_required_ns": 1.68,
        "critPathLaunchType": "register",
        "max_stage_delay_ns": 0.46,
        "worstPathCellList": "or3_1 > clkdlybuf4s50_1",
    },
    "hold_path": {
        "hold_class": "input port to async pin",
    },
    "job": {
        "tool_warnings": 25,
        "cap_violations": 0,
    },
}
-- through the flow --
step           util (%)  total power [uW]  cell area [um2]  setup slack [ns]
6_report           45.1              2080             2190             0.121
5_1_grt            45.1              2190             2190            0.0624
4_1_cts            45.1              2110             2190            0.0908
3_5_place_dp       42.7              1460             2070             0.413
3_3_place_gp       42.7              1450             2070             0.439
2_1_floorplan         -              1130             1580             0.861
-- power breakdown --
part | total, uW | internal, uW | switching, uW
sequential | 1010 | 931 | 76.5
combinational | 431 | 350 | 81.1
clock | 640 | 387 | 253
-- synth_stat cells (all sizes together) --
cell / count / area (um2)
a31o: 1 / 8.76
a21o: 1 / 7.51
nor4: 2 / 25.0
dfstp: 1 / 26.3
or3: 4 / 25.0
a21boi: 1 / 7.51
nor2: 1 / 3.75
inv: 2 / 7.51
mux2: 29 / 327
or2: 1 / 6.26
buf: 15 / 111
dfrtp: 40 / 1000
conb: 1 / 3.75
-- worst max-delay path, delay by kind of cell (launching register included) --
| kind | cells | cell delay [ns] |
|---|---|---|
| buf+inv | 1 | 0.42 |
| simple gates | 1 | 0.39 |
| flops | 1 | 0.46 |
-- cell families (layout without fill, tap and decap cells) --
kind of cell	after synthesis	in the layout	synth area share [%]
compound gates	3	3	1.52
buf+inv	17	63	7.62
flops	41	41	65.8
mux	29	29	20.9
other cells	1	7	0.240
simple gates	8	8	3.85
-- flip-flops by register name (all words and copies together), names as in the netlist --
name                          count
KERNEL_SIZE_MEM.parallel_out      8
Y_MAX_LOWER_MEM.parallel_out      8
currState                        12
Y_MAX_UPPER_MEM.parallel_out      1
SIGMA_MEM.parallel_out            3
X_MAX_LOWER_MEM.parallel_out      8
X_MAX_UPPER_MEM.parallel_out      1
-- final cells by class --
class                           instances  area [um2]
Inverter                                2        7.51
Clock inverter                          1        30.0
Timing Repair Buffer                   53         515
Tap cell                               67        83.8
Fill cell                             422        2660
Clock buffer                            7        86.3
Sequential cell                        41        1030
Multi-Input combinational cell         47         437
-- per-layer routing --
metal,GRT usage [%],wire length (um)
met4,1.92,12
met3,2.88,214
met2,17.9,1320
met5,0,0
met1,19.8,1430
-- cell usage in the layout (no fill, tap or decap) --
master / n
or3_1: 4
inv_1: 2
clkdlybuf4s50_1: 48
nor4_2: 2
a21boi_0: 1
mux2_2: 29
clkbuf_8: 6
bufinv_16: 1
dfrtp_1: 40
clkbuf_1: 1
a31o_1: 1
or2_2: 1
buf_2: 1
dfstp_2: 1
buf_4: 4
a21o_1: 1
nor2_1: 1
conb_1: 7
-- worst paths after layout --
| check | startpoint | endpoint | slack [ns] | depth (start not counted) |
|---|---|---|---|---|
| hold / removal | n_rst | KERNEL_SIZE_MEM.parallel_out[5] | 0.06 | 1 |
| min in group clk0 | currState[6] | currState[3] | 0.40 | 0 |
| setup / recovery | currState[11] | addr_params[2] | 0.12 | 2 |
| hold reg to reg | currState[6] | currState[3] | 0.40 | 0 |
| setup reg to reg | currState[11] | KERNEL_SIZE_MEM.parallel_out[0] | 0.97 | 2 |
| max in group asynchronous | n_rst | currState[0] | 1.37 | 2 |
Power figures rest on the tool's default switching activity, not on a simulated workload.
