==> design.v <==
`timescale 1ns / 10ps
module ComputeKernel #(
    parameter MAX_KERNEL = 3
)(
    input logic clk, n_rst,
    input logic [MAX_KERNEL-1:0][MAX_KERNEL-1:0][7:0] input_matrix, kernel,
    input logic [$clog2(MAX_KERNEL)-1:0] kernel_size,
    input logic start,
    input logic clear,
    output logic clear_signal,
    output logic clear_flag,
    output logic done,
    output logic [7:0] blurred_pixel
);
logic readyFlag, readyFlag_prev;   
logic [$clog2(MAX_KERNEL)-1:0] cur_x, cur_y;  
logic contConv;    
logic [7:0] kernel_v, pixel_v;  
logic end_pos, end_pos_prev;
typedef enum bit [1:0] {
    IDLE =  2'd0,
    COMPUTING = 2'd1,
    COMPLETE =  2'd2,
    FLAG =  2'd3
} COMP;
COMP compState, nextState;
always_ff @(posedge clk, negedge n_rst) begin
    if (!n_rst) readyFlag_prev <= 0;
    else        readyFlag_prev <= readyFlag;
end
always_ff @(posedge clk, negedge n_rst) begin
    if (!n_rst) compState <= IDLE;
    else compState <= nextState;
end
always_ff @(posedge clk, negedge n_rst) begin
    if (!n_rst) end_pos_prev <= 0;
    else begin
        end_pos_prev <= end_pos;
    end
end
logic single_pulse_start, start_prev;
always_ff @(posedge clk, negedge n_rst) begin
    if (!n_rst) start_prev <= 0;
    else start_prev <= start;
end
assign single_pulse_start = start && !start_prev;
always_comb begin
    case (compState)
        IDLE: begin
            if (single_pulse_start) nextState = COMPUTING;  
            else nextState = compState;
            clear_signal = 1'b0;
            contConv = 1'b0;
            done = 1'b0;
        end
        COMPUTING: begin
            if (end_pos_prev) nextState = COMPLETE;  
            else nextState = compState;
            clear_signal = 1'b0;
            contConv = 1'b1;
            done = 1'b0;
        end
        COMPLETE: begin
            if (clear_flag) nextState = FLAG; 
            else nextState = compState;
            clear_signal = 1'b1;
            contConv = 1'b0;
            done = 1'b0;
        end
            FLAG: begin
            nextState = IDLE;
            clear_signal = 1'b0;
            contConv = 1'b0;
            done = 1'b1;
        end
        default: begin
            nextState = IDLE;
            clear_signal = 1'b0;
            contConv = 1'b0;
            done = 1'b0;
        end
    endcase
end
pixel_pos #(.X_MAX(MAX_KERNEL), .Y_MAX(MAX_KERNEL), .MODE(1)) get_position (
    .clk(clk), .n_rst(n_rst),
    .new_trans(single_pulse_start),
    .update_pos(readyFlag && contConv),
    .max_x(kernel_size), 
    .max_y(kernel_size),
    .curr_x(cur_x),
    .curr_y(cur_y), 
    .end_pos(end_pos), 
    .next_dir());
KernelAccumulator get_accumulator (
    .clk(clk),
    .n_rst(n_rst),
    .kernel_v(kernel_v),
    .pixel_v(pixel_v),
    .start(contConv),
    .clear(clear),
    .ready(readyFlag),
    .clear_flag(clear_flag),
    .sum(blurred_pixel));
MatrixIndex #(.MAX_KERNEL(MAX_KERNEL)) get_index (
    .clk(clk),
    .n_rst(n_rst),
    .cur_x(cur_x),
    .cur_y(cur_y),
    .kernel(kernel),
    .in(input_matrix),
    .en_strobe(readyFlag),
    .kernel_v(kernel_v),
    .pixel_v(pixel_v));
endmodule
`timescale 1ns / 10ps
module KernelAccumulator #(
)(
    input logic clk, n_rst,
    input logic [7:0] kernel_v, pixel_v,
    input logic clear, start,
    output logic ready, clear_flag,
    output logic [7:0] sum
);
typedef enum bit [1:0] {
    IDLE =  2'd0,
    RESET = 2'd1,
    COMP_IDLE =  2'd2,
    SUM0 =  2'd3
} ACCU;
ACCU state, nextState;
logic [15:0] nextSum, bufferSum, temp_kv, temp_pv, product, nextProduct;
assign temp_kv = {8'b0, kernel_v};
assign temp_pv = {8'b0, pixel_v};
assign sum = bufferSum[15:8];  
always_ff @(posedge clk, negedge n_rst) begin
    if (~n_rst) begin 
        bufferSum <= '0;
        product <= '0;
        state <= IDLE;
    end
    else begin 
        bufferSum <= nextSum;
        product <= nextProduct;
        state <= nextState;
    end
end
always_comb begin : Summing_Logic
    nextSum = '0;
    case (state)
        IDLE: begin
            nextSum = bufferSum;
        end
        RESET: begin
            nextSum = '0;
        end
        COMP_IDLE: begin
            nextSum = bufferSum;
        end
        SUM0: begin
            nextSum = bufferSum + (temp_kv * temp_pv);
        end
        default: begin
            nextSum = bufferSum;
        end
    endcase
end
always_comb begin : Accumulator_Control_FSM
    nextState = IDLE;
    ready = 1'b0;
    clear_flag = 1'b0;
    case (state)
        IDLE: begin
            if (clear) nextState = RESET;
            else if (start) nextState = SUM0;
            else nextState = state;
            ready = 1'b0;
            clear_flag = 1'b0;
        end
        RESET: begin
            nextState = IDLE;
            ready = 1'b0;
            clear_flag = 1'b1;
        end
        COMP_IDLE: begin
            if (start) nextState = SUM0;
            else nextState = IDLE;
            ready = 1'b1;
        end
        SUM0: begin
            nextState = COMP_IDLE;
            ready = 1'b0;
            clear_flag = 1'b0;
        end
        default: begin
            nextState = IDLE;
            ready = 1'b0;
            clear_flag = 1'b0;
        end
    endcase
end
endmodule
`timescale 1ns / 10ps
module MatrixIndex #(
    parameter MAX_KERNEL = 3
) (
    input logic clk, n_rst,
    input logic [$clog2(MAX_KERNEL)-1:0] cur_x, cur_y,
    input logic [MAX_KERNEL-1:0][MAX_KERNEL-1:0][7:0] kernel, in,
    input logic en_strobe,
    output logic [7:0] kernel_v, pixel_v
);
logic [7:0] next_pixel_v, next_kernel_v;
always_ff @(posedge clk, negedge n_rst) begin
    if (~n_rst) begin
        pixel_v <= '0;
        kernel_v <= '0;
    end
    else begin
        pixel_v <= next_pixel_v;
        kernel_v <= next_kernel_v;
    end
end
always_comb begin : Index_Kernel
    if(en_strobe) begin
        next_pixel_v = in[cur_x][cur_y][7:0];
        next_kernel_v = kernel[cur_x][cur_y][7:0];
    end
    else begin
        next_pixel_v = pixel_v;
        next_kernel_v = kernel_v;
    end
end
endmodule
`timescale 1ns / 10ps
module flex_counter_dir #(
    parameter SIZE = 4
) (
    input  logic                 clk,
    input  logic                 n_rst,
    input  logic                 clear,
    input  logic                 count_enable,  
    input  logic [SIZE-1:0]      wrap_val,
    input  logic [1:0]           mode,           
    output logic [SIZE-1:0]      count_out,
    output logic                 rollover_flag,  
    output logic                 wrap_flag       
);
    typedef enum logic {DIR_UP = 0, 
                        DIR_DOWN = 1
    } dir_e;
    dir_e dir_ff, dir_next;
    logic [SIZE-1:0] count_out_next;
    logic rollover_flag_next, wrap_flag_next;
    always_ff @(posedge clk, negedge n_rst) begin
        if (!n_rst) begin
            count_out     <= '0;
            dir_ff        <= DIR_UP;
            rollover_flag <= 1'b0;
            wrap_flag     <= 1'b0;  
        end
        else begin
            count_out     <= count_out_next;
            dir_ff        <= dir_next;
            rollover_flag <= rollover_flag_next;
            wrap_flag     <= wrap_flag_next;
        end
    end
    always_comb begin
        count_out_next = count_out;
        dir_next       = dir_ff;
        if (clear) begin
            count_out_next = '0;
            dir_next       = DIR_UP;
        end else if (count_enable) begin
            unique case (mode)
                2'b00: begin 
                    if (count_out >= wrap_val)
                        count_out_next = {{(SIZE-1){1'b0}}, 1'b1};
                    else
                        count_out_next = count_out + 1;
                end
                2'b01: begin 
                    if (count_out <= {{(SIZE-1){1'b0}}, 1'b1})
                        count_out_next = wrap_val;
                    else
                        count_out_next = count_out - 1;
                end
                2'b10: begin 
                    unique case (dir_ff)
                        DIR_UP: begin
                            if (count_out >= wrap_val) begin
                                count_out_next = wrap_val - 1;
                                dir_next       = DIR_DOWN;
                            end else begin
                                count_out_next = count_out + 1;
                            end
                        end
                        DIR_DOWN: begin
                            if (count_out == '0) begin
                                count_out_next = 1;
                                dir_next       = DIR_UP;
                            end else begin
                                count_out_next = count_out - 1;
                            end
                        end
                    endcase
                end
                default: begin 
                    count_out_next = count_out;
                end
            endcase
        end
    end
    always_comb begin
        wrap_flag_next     = (count_out_next == wrap_val);
        rollover_flag_next = (count_out_next == '0);
    end
endmodule
`timescale 1ns / 10ps
module pixel_pos #(
    parameter X_MAX = 5,
    parameter Y_MAX = 5,
    parameter MODE = 0
) (
    input logic clk, n_rst,
    input logic update_pos, new_trans,
    input logic [$clog2(X_MAX) - 1:0] max_x,
    input logic [$clog2(Y_MAX) - 1:0] max_y,
    output logic end_pos,
    output logic [1:0] next_dir,
    output logic [$clog2(X_MAX) - 1:0] curr_x, 
    output logic [$clog2(Y_MAX) - 1:0] curr_y
);
    logic rollover_flag, rollover_flag_prev, rollover_flag_prev_exp;
    logic wrap_flag, wrap_flag_prev, wrap_flag_prev_exp;
    always_ff @(posedge clk, negedge n_rst) begin : UPDATE_PREV
        if (!n_rst) begin
            rollover_flag_prev  <= 0;
            wrap_flag_prev      <= 0;
        end
        else begin
            rollover_flag_prev   <= rollover_flag_prev_exp;
            wrap_flag_prev       <= wrap_flag_prev_exp;
        end
    end
    always_comb begin : UPDATE_PREV_EXP
        rollover_flag_prev_exp  = rollover_flag_prev;
        wrap_flag_prev_exp      = wrap_flag_prev;
        if (update_pos) begin
            rollover_flag_prev_exp  = rollover_flag;
            wrap_flag_prev_exp      = wrap_flag;
        end
    end
    logic new_trans_prev, new_trans_prev_exp, new_trans_info;
    assign new_trans_info = new_trans || new_trans_prev;
    always_ff @(posedge clk, negedge n_rst) begin : UPDATE_TRANS_PREV
        if (!n_rst) 
            new_trans_prev  <= 0;
        else
            new_trans_prev  <= (new_trans || new_trans_prev_exp);
    end
    always_comb begin : UPDATE_TRANS_PREV_EXP
        new_trans_prev_exp = new_trans_prev;
        if (update_pos)
            new_trans_prev_exp = new_trans;
    end
    logic new_flag;
    assign new_flag = wrap_flag || rollover_flag;
    logic y_update_flag;
    logic y_update_flag_keep;
    always_ff @(posedge clk, negedge n_rst) begin
        if (!n_rst)
            y_update_flag_keep <= 0;
        else
            y_update_flag_keep <= y_update_flag;
    end
        always_comb begin : FLAG_INFO
        y_update_flag = y_update_flag_keep;
        if (new_trans_info)
            y_update_flag = 0;
        else if (!y_update_flag_keep && new_flag && update_pos)
            y_update_flag = 1;
        else if (y_update_flag_keep && update_pos)
            y_update_flag = 0;
    end
    logic y_update, x_update;
    always_comb begin : MODULE_UPDATES
        y_update = update_pos && (y_update_flag);
        x_update = update_pos && (!y_update_flag || new_trans);
    end
    logic [$clog2(X_MAX) - 1:0] max_x_eff;
    logic [$clog2(Y_MAX) - 1:0] max_y_eff;
    assign max_x_eff = max_x - 1;
    assign max_y_eff = max_y - 1;
    logic corr_clear;
    assign corr_clear = new_trans || (end_pos && update_pos); 
    logic end_x, end_y;
    always_comb begin : END_DATA
        if (MODE || (max_y % 2))
            end_x = (curr_x == max_x_eff);
        else 
            end_x = (curr_x == 0);
        end_y = (max_y_eff == curr_y);
        end_pos = end_x && end_y;
    end
    logic x_dir, y_dir;
    logic dir_reg;
    always_ff @(posedge clk or negedge n_rst) begin
        if (!n_rst) dir_reg <= 1'b0;
        else if (rollover_flag) dir_reg <= 1'b0;
        else if (wrap_flag) dir_reg <= 1'b1;
    end
    always_comb begin : DIRECTION_INFO
        if (MODE)
            next_dir = {wrap_flag, 1'b0};
        else begin
            y_dir = new_flag && !y_update_flag_keep && !new_trans_prev;
            x_dir = (wrap_flag || dir_reg) && !(rollover_flag);
            next_dir = {y_dir, x_dir};
        end
    end
    localparam X_MODE = (MODE) ? 2'd0 : 2'd2;       
    localparam Y_MODE = 2'd0;                       
    flex_counter_dir #(.SIZE($clog2(X_MAX))) X_CORR 
                            (.clk(clk), .n_rst(n_rst),
                            .count_enable(x_update), .wrap_val(max_x_eff), .mode(X_MODE), .clear(corr_clear || (MODE && end_x && update_pos)),
                            .count_out(curr_x), .wrap_flag(wrap_flag), .rollover_flag(rollover_flag));
    flex_counter_dir #(.SIZE($clog2(Y_MAX))) Y_CORR 
                            (.clk(clk), .n_rst(n_rst),
                            .count_enable(y_update), .wrap_val(max_y_eff), .mode(Y_MODE), .clear(corr_clear),
                            .count_out(curr_y), .wrap_flag(), .rollover_flag());
endmodule
==> run.sh <==
#!/bin/bash
# OpenROAD 26Q1-2900-gdf79404cd8, Yosys 0.63+post, stock flow scripts
make -C /OpenROAD-flow-scripts/flow DESIGN_CONFIG=/design/flow/config.mk WORK_HOME=/design/flow/orfs finish
==> config.mk <==
export PLATFORM = sky130hd
export DESIGN_NAME = ComputeKernel
export DESIGN_NICKNAME = ComputeKernel
export VERILOG_FILES = /design/flow/design.v
export SDC_FILE = /design/flow/constraint.sdc
export NUM_CORES = 4
export LEC_CHECK = 1
export CORE_UTILIZATION = 40
==> constraint.sdc <==
current_design ComputeKernel

set clk_period 6.5
set clk_io_pct 0.2

create_clock -name clk0 -period $clk_period [get_ports {clk}]

set non_clock_inputs [all_inputs -no_clocks]
set_input_delay [expr $clk_period * $clk_io_pct] -clock clk0 $non_clock_inputs
set_output_delay [expr $clk_period * $clk_io_pct] -clock clk0 [all_outputs]
==> run_results.csv <==
group,metric,value,unit
run_status,outcome,"complete, no violations",
clock_network,htreeDepth,2,
synthesis,synth-edff-count,0,
global_routing,grt_pass1_vias,5195,
place,portBuffers,160,
synthesis,flop_cell,"dfrtp_1",
place,dp_hpwl,13.1,mm
floorplan,pin_count,161,
global_routing,grt_usage,23.3,%
synthesis,yosys_area,5790,sq um
synthesis,netlist-cell-type-count,47,
route,drt-initial-drc-count,194,
route,ant_nets,0,
global_routing,grt_max_degree,34,
worst_setup_path,criticalPathCategory,"reg2reg",
floorplan,dieHeight,122,microns
synthesis,synth_flops,50,
synthesis,ys_cells,624,
route,wire_per_inst,16.3,microns
worst_setup_path,end_kind,"flip-flop",
run,cap_violations,0,
global_routing,grt_overflow,0,
sta,finalCriticalPeriod,4650,ps
run,warnings,26,
worst_hold_path,worstHoldPathType,"reg2reg",
synthesis,top_area_cell,"dfrtp_1",
worst_setup_path,startpoint_type,"flip-flop",
worst_setup_path,cp_max_fo,9,
route,route.detailed.drc,0,
floorplan,die-width,122,microns
cells_and_area,mostFrequentLayoutCell,"clkdlybuf4s50_1",
cells_and_area,drive_gt1_share,7.96,%
sta,final.setup.tns,0,ps
synthesis,yosysWarnings,5,
sta,finClkSkew,6.60,ps
floorplan,fp_util,41.4,%
synthesis,top_area_share,20.8,%
synthesis,syn_area,5790,sq um
sta,drv_slew,0,
global_routing,grt_pass1_wl,25.4,mm
global_routing,antenna_found_initial,1,
synthesis,synthCells,624,
sta,worst_pin_slew,571,ps
cells_and_area,mostFrequentLayoutCells,"159 x clkdlybuf4s50_1, 106 x inv_1, 100 x nand2_1",
route,firstDrtPassIters,4,
route,routed-via-count,4824,
sta,rsz0062_at_grt,"false",
sta,max_freq,215,MHz
cells_and_area,syn_to_final_growth,32.8,%
place,gp_congestion,0.857,
sta,maxSlewHeadroom,61.9,%
worst_setup_path,crit_arrival,4810,ps
synthesis,ys_seq_share,21.7,%
clock_network,cts_resized,0,
sta,min_period_over_period,71.6,%
floorplan,core_area,14000,sq um
sta,hold_viol_final,0,
synthesis,syn_area_per_cell,9.27,sq um
clock_network,root_buffer,"clkbuf_16",
clock_network,holdBufCountCts,0,
clock_network,clkLatencyLatePin,290,ps
sta,setup_viol,0,
floorplan,chipArea,14900,sq um
floorplan,rows,43,
route,routed_wl,15.4,mm
synthesis,async_flop_share,100,%
clock_network,postCtsSetupRepairBufs,0,
clock_network,cts_tree,"built",
clock_network,cts_sinks,50,
clock_network,cts_buffer_depth,2,
cells_and_area,final_util,54.9,%
synthesis,topCellsByArea,"dfrtp_1 21%, fa_1 18%, mux4_2 12%, ha_1 9.3%, inv_1 6.9%",
route,viasPerCell,5.09,
worst_setup_path,crit_required,6660,ps
clock_network,clkTransAtPathRegs,70,ps
clock_network,cts_buffers,5,
kinds of logic after synthesis:
family / share of synthesized area (%)
DFF: 21.7
xor gates and xnor gates: 2.73
buffers and inverters: 10.0
AOI/OAI and AO/OA: 11.2
adders and majority gates: 26.9
muxes: 12.8
and+or+nand+nor: 14.7
registers in the layout, indices dropped and copies added (netlist names):
name,flops
get_position.y_update_flag_keep,1
end_pos_prev,1
get_accumulator.bufferSum,16
get_position.X_CORR.count_out,2
compState,4
start_prev,1
get_position.X_CORR.wrap_flag,1
get_accumulator.state,4
get_index.pixel_v,8
get_position.new_trans_prev,1
get_position.Y_CORR.count_out,2
get_position.X_CORR.rollover_flag,1
get_index.kernel_v,8
metrics by stage:
step                hold slack, ps  cell area, sq um  setup WS, ps  std cells
floorplan                      374              5790          1980        624
global placement               440              7510          1870        938
detailed placement             461              7510          1840        938
CTS                            463              7680          1830        946
global route                   505              7680          1560        947
finish                         459              7680          1850        947
synth_stat cells (3+ instances only):
| cell type | n |
|---|---|
| nor2_1 | 9 |
| a31oi_1 | 19 |
| and3_1 | 3 |
| nor2b_1 | 3 |
| nand2_1 | 100 |
| and2_1 | 37 |
| buf_2 | 4 |
| nand3_1 | 6 |
| o22ai_1 | 5 |
| inv_1 | 106 |
| o21ai_0 | 33 |
| a21oi_1 | 28 |
| clkbuf_1 | 19 |
| nor3_1 | 4 |
| mux4_2 | 32 |
| dfrtp_1 | 48 |
| buf_4 | 8 |
| xor2_1 | 9 |
| o31ai_1 | 3 |
| xnor2_1 | 9 |
| nand2b_1 | 5 |
| a21o_1 | 8 |
| fa_1 | 51 |
| ha_1 | 43 |
routing by layer:
layer	vias up	part of all wire, %	wire (microns)	GRT usage, %
li1	2342	-	-	-
met1	2317	42	6500	31.8
met2	147	50	7710	40.3
met3	18	5.7	875	3.94
met4	0	2.1	330	4.50
met5	-	0	0	0
critical path, stage by stage (launching register included):
cell     delay (ps)
dfrtp_1         540
nand2_1         130
fa_1            540
inv_1            50
fa_1            460
fa_1            540
inv_1            50
fa_1            530
inv_1            40
ha_1            340
o21a_1          220
or3b_2          440
a31o_2          240
a31oi_1         190
xnor2_1         130
o21ai_0          80
final timing paths:
kind | end | slack, ps | cells past startpoint | startpoint
setup / recovery | get_accumulator.bufferSum[15] | 1850 | 15 | get_index.kernel_v[5]
hold / removal | compState[2] | 460 | 1 | end_pos_prev
setup reg to reg | get_accumulator.bufferSum[15] | 1850 | 15 | get_index.kernel_v[5]
hold reg to reg | compState[2] | 460 | 1 | end_pos_prev
max in group asynchronous | compState[0] | 4690 | 2 | n_rst
min in group asynchronous | get_accumulator.bufferSum[4] | 1000 | 1 | n_rst
area by class of cell:
| class | count | area, sq um |
|---|---|---|
| fill | 1250 | 6300 |
| multi-input combinational | 433 | 3970 |
| timing repair buffer | 169 | 1660 |
| sequential | 50 | 1250 |
| inverter | 106 | 398 |
| tap | 180 | 225 |
| clock buffer | 5 | 125 |
| clock inverter | 3 | 47.5 |
| antenna | 1 | 2.50 |
